--- design/flow/design.v ---
interface axi4_lite_if;
    logic [31:0] awaddr;
    logic        awvalid;
    logic        awready;
    logic [31:0] wdata;
    logic [3:0]  wstrb;
    logic        wvalid;
    logic        wready;
    logic [1:0]  bresp;
    logic        bvalid;
    logic        bready;
    logic [31:0] araddr;
    logic        arvalid;
    logic        arready;
    logic [31:0] rdata;
    logic [1:0]  rresp;
    logic        rvalid;
    logic        rready;
    modport master (
        output awaddr, awvalid, wdata, wstrb, wvalid, bready,
               araddr, arvalid, rready,
        input  awready, wready, bresp, bvalid, arready, rdata, rresp, rvalid
    );
    modport slave (
        input  awaddr, awvalid, wdata, wstrb, wvalid, bready,
               araddr, arvalid, rready,
        output awready, wready, bresp, bvalid, arready, rdata, rresp, rvalid
    );
endinterface
module binary_to_bcd (
    input  logic [7:0]  binary_in,
    output logic [11:0] bcd_out    
);
    integer i;
    logic [19:0] shift_reg;  
    always_comb begin
        shift_reg = {12'd0, binary_in};
        for (i = 0; i < 8; i++) begin
            if (shift_reg[19:16] >= 5)
                shift_reg[19:16] += 3;   
            if (shift_reg[15:12] >= 5) 
                shift_reg[15:12] += 3;   
            if (shift_reg[11:8]  >= 5) 
                shift_reg[11:8]  += 3;   
            shift_reg = shift_reg << 1;
        end
        bcd_out = shift_reg[19:8];  
    end
endmodule
--- design/flow/run.sh ---
#!/bin/bash
# OpenROAD 26Q1-2900-gdf79404cd8, Yosys 0.63+post, stock flow scripts
make -C /OpenROAD-flow-scripts/flow DESIGN_CONFIG=/design/flow/config.mk WORK_HOME=/design/flow/orfs finish
--- design/flow/config.mk ---
export PLATFORM = sky130hd
export DESIGN_NAME = binary_to_bcd
export DESIGN_NICKNAME = binary_to_bcd
export VERILOG_FILES = /design/flow/design.v
export SDC_FILE = /design/flow/constraint.sdc
export NUM_CORES = 4
export LEC_CHECK = 1
export CORE_AREA = 10 10 70 70
export DIE_AREA = 0 0 80 80
--- design/flow/constraint.sdc ---
current_design binary_to_bcd

set clk_period 4.7
set clk_io_pct 0.2

create_clock -name clk0 -period $clk_period

set non_clock_inputs [all_inputs -no_clocks]
set_input_delay [expr $clk_period * $clk_io_pct] -clock clk0 $non_clock_inputs
set_output_delay [expr $clk_period * $clk_io_pct] -clock clk0 [all_outputs]
==> flow_metrics.env <==
# source this file to load flow results
export IMPL_critical_path_max_stage_delay_ns=0.33
export IMPL_total_power_mw=0.727
export IMPL_total_switching_power_mw=0.317
export IMPL_place_port_buffers=16
export IMPL_critical_path_slowest_cell="sky130_fd_sc_hd__or3_4"
export IMPL_floorplan_die_height_um=80
export IMPL_cp_common_cell="sky130_fd_sc_hd__ha_4"
export IMPL_first_pass_iters=4
export IMPL_period_minus_slack_ns=5.71
export IMPL_yosys_area_top_type="sky130_fd_sc_hd__ha_1"
export IMPL_place_inst=271
export IMPL_fillers=241
export IMPL_timing_final_crit_share=1.22
export IMPL_die_width_um=80
export IMPL_path_buffers=5
export IMPL_final_layout_size_suffix_gt1_frac=0.665
export IMPL_setup_viol_count_final=9
export IMPL_n_antenna_cell=0
export IMPL_avgViaCountPerCell=5.18
export IMPL_core_area_mm2=0.00342
export IMPL_power_per_cell_area_mw_per_mm2=308
export IMPL_cts_hold_fix_buffers=0
export IMPL_timing_max_cap_violations=0
export IMPL_max_freq_ghz=0.175
export IMPL_status="finished, violations left"
export IMPL_power_share_clock=0
export IMPL_gp_routability_congestion=0.957
export IMPL_drt_first_iter_violations=61
export IMPL_rsz0062_at_grt="true"
export IMPL_grt_start_max_net_pins=11
export IMPL_critical_path_peak_fanout=3
export IMPL_grt_antenna_before_repair=0
export IMPL_grtUsageTotal=0.122
export IMPL_grt_pass1_vias=1563
export IMPL_top_area_frac=0.104
export IMPL_via_count=1554
export IMPL_ant_nets=0
export IMPL_final_max_slew_violation_count=0
export IMPL_sequentialPowerShare=0
export IMPL_flow_area_growth_from_synthesis_pct=117
export IMPL_post_synth_inst_count=151
export IMPL_cell_internal_pwr_mw=0.410
export IMPL_register_area_um2=0
export IMPL_criticalPathCategory="in -> out"
export IMPL_wl_final_um=4080
export IMPL_registers=0
export IMPL_synth_yosys_warnings=1
export IMPL_worst_path_dominant_cell_family="AND-OR/OR-AND gates"
export IMPL_whs_ns=1.88
export IMPL_fraction_of_the_yosys_area_taken_by_sequential_cells=0
export IMPL_final_standard_cell_count_with_taps_included_and_fillers_excluded=300
export IMPL_floorplanUtilization=0.318
export IMPL_n_clock_buffer=0
export IMPL_synth_area_yosys_mm2=0.00108
export IMPL_rows=21
export IMPL_dieArea_mm2=0.00640
export IMPL_post_synth_instance_area_mm2=0.00108
export IMPL_critPathRequiredTime_ns=3.76
export IMPL_hold_viol_final=0
export IMPL_drc_errors=0
export IMPL_irDropWorstVdd_v=0.000144
export IMPL_final_setup_worst_slack_ns=-1.01
export IMPL_grt_pass1_wl_um=6820
export IMPL_num_io_pins=20
export IMPL_area_leaders="sky130_fd_sc_hd__ha_1, sky130_fd_sc_hd__a21oi_1, sky130_fd_sc_hd__mux2i_1"
export IMPL_switching_fraction=0.436
export IMPL_worst_min_path_class="in -> out"
export IMPL_final_setup_tns_ns=-6.04
export IMPL_wl_per_cell_um=13.6
export IMPL_p_leak_nw=1.01
export IMPL_setup_worst_path_start_class="input pin"
export IMPL_cp_data_arrival_time_ns=4.77
export IMPL_synth_cell_types=54
export IMPL_comb_power_share=1.000
export IMPL_hpwlAfterDp_um=2850
export IMPL_violations_in_the_final_reports="negative setup slack"
export IMPL_setup_worst_path_end_class="output port"
export IMPL_grt_overflow=0
export IMPL_ys_cells=151
export IMPL_final_core_occ=0.690
export IMPL_avgSynthCellArea_um2=7.18
export IMPL_warning_count=38
==> Yosys cell counts (3+ instances only) <==
cell type                  count
sky130_fd_sc_hd__nand3_1       4
sky130_fd_sc_hd__o21ai_0       9
sky130_fd_sc_hd__nand2_1      11
sky130_fd_sc_hd__mux2i_1       6
sky130_fd_sc_hd__nor2_1       14
sky130_fd_sc_hd__ha_1          9
sky130_fd_sc_hd__nor3_1       10
sky130_fd_sc_hd__o221ai_1      3
sky130_fd_sc_hd__a21oi_1      13
sky130_fd_sc_hd__buf_4         3
sky130_fd_sc_hd__xnor2_1       4
sky130_fd_sc_hd__inv_1        10
==> worst paths after layout <==
check	startpoint	slack [ns]	cells past startpoint	end
worst max-delay path	binary_in[5]	-1.01	26	bcd_out[6]
worst min-delay path	binary_in[0]	1.88	0	bcd_out[0]
==> through the flow <==
step           area, um2  setup WS, ns
3_3_place_gp        1940         -1.85
2_1_floorplan       1290        -0.961
4_1_cts             2260         -1.09
6_report            2360         -1.01
3_5_place_dp        1940         -1.93
5_1_grt             2360         -1.29
==> cell families after synthesis <==
group	count (synthesis)	share of synthesized area
AOI/OAI and AO/OA	54	0.382
xor gates and xnor gates	4	0.0323
adders and majority gates	9	0.104
buffers and inverters	16	0.0727
muxes	13	0.150
other	1	0.00346
and+or+nand+nor	54	0.256
==> layout by cell type (no fill, tap or decap), drive strengths merged, types with 2 or more instances in the layout <==
| cell type | instances |
|---|---|
| nand2 | 11 |
| or3 | 2 |
| or2 | 2 |
| o32a | 2 |
| o211ai | 2 |
| dlygate4sd2 | 3 |
| o21ai | 11 |
| a211oi | 4 |
| a221o | 2 |
| and2 | 2 |
| nor2b | 3 |
| mux2i | 9 |
| nor2 | 14 |
| nand3 | 5 |
| inv | 9 |
| conb | 2 |
| mux2 | 4 |
| o221ai | 3 |
| nor3 | 10 |
| clkdlybuf4s50 | 5 |
| buf | 99 |
| a21oi | 15 |
| xnor2 | 4 |
| a31oi | 2 |
| a22oi | 3 |
| ha | 9 |
| nand2b | 2 |
==> area by class of cell <==
class | instances | area [um2] | area share
Inverter | 10 | 48.8 | 0.0207
Tap cell | 46 | 57.6 | 0.0244
Multi-Input combinational cell | 136 | 1380 | 0.587
Timing Repair Buffer | 108 | 868 | 0.368
==> metal layers <==
layer | wire [um] | up-vias | GRT usage
li1 | - | 781 | -
met1 | 1940 | 743 | 0.169
met2 | 1980 | 30 | 0.213
met3 | 149 | 0 | 0.00909
met4 | 0 | 0 | 0.00176
met5 | 0 | - | 0
==> repair_timing <==
| action | 4_1_cts | 5_1_grt |
|---|---|---|
| setup buffers | 24 | 10 |
| setup endpoints to repair | 9 | 9 |
| gates resized | 70 | 20 |
| pin swaps | 36 | 33 |
| gates cloned | 0 | 0 |
==> power by group through the flow <==
stage	combinational (mW)	clock, mW	sequential, mW
6_report	0.727	0	0
4_1_cts	0.684	0	0
5_1_grt	0.784	0	0
Power is estimated from default activity; no workload was simulated.

<file path="design/flow/run.sh">
#!/bin/bash
# OpenROAD 26Q1-2900-gdf79404cd8, Yosys 0.63+post, stock flow scripts
make -C /OpenROAD-flow-scripts/flow DESIGN_CONFIG=/design/flow/config.mk WORK_HOME=/design/flow/orfs finish
</file>
<file path="design/flow/config.mk">
export PLATFORM = sky130hd
export DESIGN_NAME = sync_fifo
export DESIGN_NICKNAME = sync_fifo
export VERILOG_FILES = /design/flow/design.v
export SDC_FILE = /design/flow/constraint.sdc
export NUM_CORES = 4
export LEC_CHECK = 1
export CORE_UTILIZATION = 30
</file>
<file path="design/flow/constraint.sdc">
current_design sync_fifo

set clk_period 3.4
set clk_io_pct 0.2

create_clock -name clk0 -period $clk_period [get_ports {clk}]

set non_clock_inputs [all_inputs -no_clocks]
set_input_delay [expr $clk_period * $clk_io_pct] -clock clk0 $non_clock_inputs
set_output_delay [expr $clk_period * $clk_io_pct] -clock clk0 [all_outputs]
</file>
<file path="design/flow/design.v">
interface axi4_lite_if;
    logic [31:0] awaddr;
    logic        awvalid;
    logic        awready;
    logic [31:0] wdata;
    logic [3:0]  wstrb;
    logic        wvalid;
    logic        wready;
    logic [1:0]  bresp;
    logic        bvalid;
    logic        bready;
    logic [31:0] araddr;
    logic        arvalid;
    logic        arready;
    logic [31:0] rdata;
    logic [1:0]  rresp;
    logic        rvalid;
    logic        rready;
    modport master (
        output awaddr, awvalid, wdata, wstrb, wvalid, bready,
               araddr, arvalid, rready,
        input  awready, wready, bresp, bvalid, arready, rdata, rresp, rvalid
    );
    modport slave (
        input  awaddr, awvalid, wdata, wstrb, wvalid, bready,
               araddr, arvalid, rready,
        output awready, wready, bresp, bvalid, arready, rdata, rresp, rvalid
    );
endinterface
module sync_fifo #(
    parameter int DATA_WIDTH = 8,
    parameter int FIFO_DEPTH = 16,
    parameter int ALMOST_FULL_THRESH = 14,
    parameter int ALMOST_EMPTY_THRESH = 2
)(
    input  logic                    clk,
    input  logic                    rst_n,
    input  logic                    wr_en,
    input  logic [DATA_WIDTH-1:0]   wr_data,
    input  logic                    rd_en,
    output logic [DATA_WIDTH-1:0]   rd_data,
    output logic                    full,
    output logic                    empty,
    output logic                    almost_full,
    output logic                    almost_empty,
    output logic [$clog2(FIFO_DEPTH):0] count
);
    logic [$clog2(FIFO_DEPTH)-1 : 0] wr_ptr , rd_ptr;
    logic [DATA_WIDTH-1 : 0] fifo [0 : FIFO_DEPTH-1];
    always_ff @(posedge clk or negedge rst_n) begin    
        if (!rst_n) begin
            wr_ptr <= 0;
        end 
        else begin
            if (wr_en && !full) begin 
                fifo[wr_ptr] <=  wr_data;
                wr_ptr <= wr_ptr + 1;
                end            
            end
        end
    always_ff @(posedge clk or negedge rst_n) begin
        if (!rst_n) begin
            rd_ptr <= 0; 
        end 
        else begin 
            if (rd_en && !empty) begin
                rd_data <= fifo[rd_ptr];
                rd_ptr <= rd_ptr + 1;
            end
        end
    end
    always_ff @(posedge clk or negedge rst_n) begin
        if (!rst_n)
            count <= 0;
        else begin
            case ({wr_en && !full, rd_en && !empty})
                2'b10: count <= count + 1;  
                2'b01: count <= count - 1;  
                default: count <= count;    
            endcase
        end
    end
    assign full = (count == FIFO_DEPTH - 1) ? 1'b1 : 1'b0;
    assign empty = (count == 0 ) ? 1'b1 : 1'b0;
    assign almost_full = (count == ALMOST_FULL_THRESH) ? 1'b1 : 1'b0;
    assign almost_empty = (count == ALMOST_EMPTY_THRESH) ? 1'b1 : 1'b0;
endmodule
</file>
==> results_slide.txt <==
Run Summary

Detailed routing
  – Number of antenna repair diodes: 0
  – DRC viols: 0
  – Vias: about 3500
  – Pre-antenna DRT Iters: 6
  – WL final: between 10 and 15 mm
  – Final ANT Viol Nets: 0
  – DR WL/cell: 17.2 um
  – DR vias/cell: between 4 and 5
  – Detailed Route Iter0 Violations: between 200 and 300

Logic synthesis
  – Number of enable flip-flop cells: between 100 and 150
  – Cell Type Count: between 40 and 50
  – Cell Area, Synth: just over 6000 um^2
  – Cell count in the Yosys report: between 400 and 500
  – Synth Register Bits: between 100 and 150
  – Yosys warns: 2
  – Post-Syn Instances: between 400 and 500
  – Async S/R FF share, synth: 0.0872
  – Yosys chip area: about 6000 um^2
  – Syn_area_per_cell: 15.0 um^2
  – Post-synth seq share: 0.729
  – Top FF cell, synth: edfxtp_1

Critical path
  – CP required: ~3.7 ns
  – Reg2Reg Depth: 12
  – Critical Path Source: count[1]$_DFFE_PN0P_
  – Critical path endpoint category: flip-flop
  – CP Max Fanout: 6
  – WP data arrival: 3.03 ns
  – Setup slack, reg-to-reg: about 0.66 ns
  – Worst reg2reg path startpoint: count[1]$_DFFE_PN0P_
  – Critical Path Source Type: flip-flop
  – Crit Path Category: reg2reg
  – R2r endpoint: count[4]$_DFFE_PN0P_

GRT
  – Largest net degree at the start of global routing: 22
  – Vias in the first global route: approximately 3600
  – Busiest grt layer: met2
  – Antenna violations before repair: 0
  – M2 GR Usage: 0.205
  – Final global-route overflow total: 0
  – Total GRT Usage: 0.136
  – GRT met1 Usage: 0.186
  – Global-route wire length before repair: 19.7 mm
  – M3 GR Usage: 0.0779

Clocking
  – CTS clock-pin slew for the worst setup and hold paths: 0.06 ns
  – Post-CTS Hold Buffers: 0
  – Clock latency (worst-skew pair): about 0.4 ns
  – Post-CTS Setup Repair Bufs: 0
  – Post-CTS sizing: 0
  – Cts bufs inserted: 17
  – Num Clock Sinks: 149
  – H-tree level count: 4
  – CTS Root Cell: clkbuf_16
  – Clock Path Buffers: 2
  – CTS tree: yes

Power and ir drop
  – Maximum VDD drop: between 0.0003 and 0.0004 V
  – Total power: about 0.006 W
  – Cell Pwr Density: roughly 830 nW/um^2
  – Leakage power figure: 2.44 nW

Timing
  – Post-layout min period: around 2.7 ns
  – Worst Hold Margin: 0.473 ns
  – Layout Skew: about 0.0080 ns
  – Fmax: roughly 370 MHz
  – Final setup violation count: 0
  – Slew headroom: 0.462
  – Max Slew Vio Count: 0
  – Final setup margin: 0.661 ns
  – Final Hold Viols: 0
  – Post-layout period usage of the worst path: 0.806
  – Tightest Pin Transition: a little over 0.8 ns
  – Setup TNS: 0 ns
  – RSZ-0062 raised after global routing: false

Floorplan
  – Die ar.: roughly 21000 um^2
  – Row count: 51
  – Fp util: 0.309
  – Number of placed I/O pins: 29
  – CORE AREA: 19600 um^2
  – Die Wd: between 100 and 150 um
  – Die Span Y: about 140 um

Placed design
  – I/O Buffers: 28
  – Pre-CTS setup slack: between 0.3 and 0.4 ns
  – Post-DP HPWL: ~8.2 mm
  – Gpl congestion: roughly 0.87
  – Placed cells: a little under 700

Final layout
  – Fin cells: 723
  – Area growth, synth to finish: 19.8%
  – Layout cells sized above 1: 0.116

Run status
  – Run status: complete, no violations

Job
  – MaxCap Viol Count: 0
  – Tool warnings: 31

Worst hold path
  – Worst hold path type: in2async
-- worst max-delay path, stage by stage, from the launching register on --
cell and delay (ns):
dfrtp_1 0.47, inv_1 0.12, nor4_2 0.34, nor2b_1 0.10, inv_1 0.07, ha_1 0.21
inv_1 0.10, fa_1 0.41, nor2b_1 0.12, o21ai_0 0.10, nand3_1 0.10, or3b_1 0.36
xnor2_1 0.13
-- layout make-up --
cell class / count / area, um^2
Multi-Input combinational cell: 223 / 1480
Inverter: 9 / 33.8
Timing Repair Buffer: 45 / 408
Sequential cell: 149 / 4410
Fill cell: 1800 / 12300
Tap cell: 265 / 332
Clock buffer: 18 / 429
Clock inverter: 14 / 159
-- synthesized netlist by cell type, types with 2 or more instances --
cell type | n | area [um^2]
a211oi_1 | 2 | 15.0
a21oi_1 | 33 | 165
a221oi_1 | 8 | 70.1
a22o_1 | 8 | 70.1
a22oi_1 | 29 | 218
a31oi_1 | 6 | 37.5
and2_1 | 2 | 12.5
buf_1 | 2 | 7.51
buf_2 | 9 | 45.0
buf_4 | 2 | 15.0
buf_6 | 3 | 33.8
clkbuf_1 | 7 | 26.3
dfrtp_1 | 13 | 325
edfxtp_1 | 136 | 4080
ha_1 | 12 | 150
inv_1 | 8 | 30.0
mux2i_1 | 8 | 80.1
nand2_1 | 26 | 97.6
nand2b_1 | 2 | 12.5
nand3_1 | 5 | 25.0
nand4_2 | 2 | 25.0
nor2_1 | 27 | 101
nor2b_1 | 5 | 31.3
nor3_1 | 6 | 30.0
nor3b_2 | 2 | 25.0
o21ai_0 | 16 | 80.1
xnor2_1 | 8 | 70.1
xor2_1 | 2 | 17.5
-- stage by stage --
step	utilization	instance area, um^2
after floorplan	-	6050
after global placement	0.340	6660
after detailed placement	0.340	6660
after CTS	0.370	7250
after global routing	0.370	7250
final	0.370	7250
-- sequential cells by signal (all words and copies together), names as in the netlist --
signal and count:
fifo 128, rd_data 8, rd_ptr 4, wr_ptr 4
count 5
-- worst max path at each step --
| stage | to | slack, ns |
|---|---|---|
| 6_report | count[4]$_DFFE_PN0P_ | 0.66 |
| 5_1_grt | count[4]$_DFFE_PN0P_ | 0.38 |
| 4_1_cts | count[4]$_DFFE_PN0P_ | 0.62 |
-- report_power, final --
group | switching, W | leakage [nW] | internal (W) | total, W
registers | 0.000215 | 1.38 | 0.00224 | 0.00246
clock network | 0.000672 | 0.275 | 0.00114 | 0.00182
logic | 0.000996 | 0.780 | 0.000713 | 0.00171
-- cell usage in the layout, fill, tap and decap left out, drive strengths merged, types with 2 or more instances in the layout --
cell / Yosys / final
clkdlybuf4s50: 0 / 28
a22oi: 29 / 29
nor3b: 2 / 2
edfxtp: 136 / 136
nand3: 5 / 5
inv: 9 / 10
clkbuf: 7 / 18
o21ai: 16 / 16
xnor2: 8 / 8
a211oi: 2 / 2
bufinv: 0 / 3
clkinvlp: 0 / 4
nor2: 27 / 27
nand2: 26 / 26
mux2i: 8 / 8
nor2b: 5 / 5
nand4: 2 / 2
nor3: 7 / 7
a22o: 8 / 8
a31oi: 6 / 6
xor2: 2 / 2
nand2b: 2 / 2
buf: 16 / 17
a221oi: 8 / 8
and2: 2 / 2
dfrtp: 13 / 13
clkinv: 0 / 6
ha: 12 / 12
a21oi: 33 / 33
-- per-layer routing --
metal,vias up,share of wire
met5,-,0
met4,0,0.0067
met3,7,0.12
met2,142,0.45
met1,1731,0.42
li1,1646,-
-- kinds of logic after synthesis --
family | Yosys count | synth area share
fa+ha+maj | 13 | 0.0281
compound gates | 107 | 0.116
simple gates | 85 | 0.0726
xor+xnor | 10 | 0.0145
buf+inv | 32 | 0.0267
flops | 149 | 0.729
mux | 8 | 0.0132
No activity file was given, so power comes from the tool's default toggle rates.

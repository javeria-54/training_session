`/design/flow/design.v`:
```
interface axi4_lite_if;
    logic [31:0] awaddr;
    logic        awvalid;
    logic        awready;
    logic [31:0] wdata;
    logic [3:0]  wstrb;
    logic        wvalid;
    logic        wready;
    logic [1:0]  bresp;
    logic        bvalid;
    logic        bready;
    logic [31:0] araddr;
    logic        arvalid;
    logic        arready;
    logic [31:0] rdata;
    logic [1:0]  rresp;
    logic        rvalid;
    logic        rready;
    modport master (
        output awaddr, awvalid, wdata, wstrb, wvalid, bready,
               araddr, arvalid, rready,
        input  awready, wready, bresp, bvalid, arready, rdata, rresp, rvalid
    );
    modport slave (
        input  awaddr, awvalid, wdata, wstrb, wvalid, bready,
               araddr, arvalid, rready,
        output awready, wready, bresp, bvalid, arready, rdata, rresp, rvalid
    );
endinterface
module barrel_shifter (
    input  logic [31:0] data_in,
    input  logic [4:0]  shift_amt,
    input  logic        left_right,    
    input  logic        shift_rotate,  
    output logic [31:0] data_out
);
    logic [31:0] stage0, stage1, stage2, stage3, stage4;
    always_comb begin
        if (shift_amt[0]) begin
            if (!left_right) begin       
                stage0 = (shift_rotate) ? {data_in[30:0], data_in[31]} : {data_in[30:0], 1'b0};
            end else begin              
                stage0 = (shift_rotate) ? {data_in[0], data_in[31:1]} : {1'b0, data_in[31:1]};
            end
        end else
            stage0 = data_in;
    end
    always_comb begin
        if (shift_amt[1]) begin
            if (!left_right) begin
                stage1 = (shift_rotate) ? {stage0[29:0], stage0[31:30]} : {stage0[29:0], 2'b00};
            end else begin
                stage1 = (shift_rotate) ? {stage0[1:0], stage0[31:2]} : {2'b00, stage0[31:2]};
            end
        end else
            stage1 = stage0;
    end
    always_comb begin
        if (shift_amt[2]) begin
            if (!left_right) begin
                stage2 = (shift_rotate) ? {stage1[27:0], stage1[31:28]} : {stage1[27:0], 4'b0000};
            end else begin
                stage2 = (shift_rotate) ? {stage1[3:0], stage1[31:4]} : {4'b0000, stage1[31:4]};
            end
        end else
            stage2 = stage1;
    end
    always_comb begin
        if (shift_amt[3]) begin
            if (!left_right) begin
                stage3 = (shift_rotate) ? {stage2[23:0], stage2[31:24]} : {stage2[23:0], 8'h00};
            end else begin
                stage3 = (shift_rotate) ? {stage2[7:0], stage2[31:8]} : {8'h00, stage2[31:8]};
            end
        end else
            stage3 = stage2;
    end
    always_comb begin
        if (shift_amt[4]) begin
            if (!left_right) begin
                stage4 = (shift_rotate) ? {stage3[15:0], stage3[31:16]} : {stage3[15:0], 16'h0000};
            end else begin
                stage4 = (shift_rotate) ? {stage3[15:0], stage3[31:16]} : {16'h0000, stage3[31:16]};
            end
        end else
            stage4 = stage3;
    end
    assign data_out = stage4;
endmodule
```
`/design/flow/config.mk`:
```
export PLATFORM = sky130hd
export DESIGN_NAME = barrel_shifter
export DESIGN_NICKNAME = barrel_shifter
export VERILOG_FILES = /design/flow/design.v
export SDC_FILE = /design/flow/constraint.sdc
export NUM_CORES = 4
export LEC_CHECK = 1
export CORE_UTILIZATION = 40
```
`/design/flow/constraint.sdc`:
```
current_design barrel_shifter

set clk_period 6.9
set clk_io_pct 0.2

create_clock -name clk0 -period $clk_period

set non_clock_inputs [all_inputs -no_clocks]
set_input_delay [expr $clk_period * $clk_io_pct] -clock clk0 $non_clock_inputs
set_output_delay [expr $clk_period * $clk_io_pct] -clock clk0 [all_outputs]
```
`/design/flow/run.sh`:
```
#!/bin/bash
# OpenROAD 26Q1-2900-gdf79404cd8, Yosys 0.63+post, stock flow scripts
make -C /OpenROAD-flow-scripts/flow DESIGN_CONFIG=/design/flow/config.mk WORK_HOME=/design/flow/orfs finish
```
==> impl_metrics.toml <==
# flow metrics
[timing]
timing_max_transition_violations_final = 0
fmaxAchievable_mhz = 170
timing.max_slew.rel_slack = 0.404
finalCriticalPeriod_ps = 5900
final.setup.tns_ps = 0
finalClockPeriodUsage = 0.854
finalHoldViolations = 0
tightest_slew_ps = 888
rsz0062_at_grt = "no"
finalSetupViolations = 0

[cells_and_area]
post-route-util = 0.465
final_layout_size_suffix_gt1_frac = 0.0922
clockBufferCount = 0
flops = 0
area.growth.synth_to_final_pct = 13.4
seq_area_um2 = 0

[worst_hold_path]
hold_path.class = "input port to output port"

[synthesis]
synth.top_cell.area_share = 0.156
synth_seq_share = 0
area_leaders = "mux2i_1, nor2_1, o21ai_0"
netlist_area_pre_place_um2 = 4420
synth_top_cell_by_area = "mux2i_1"
ys_cells = 680
gate_count_after_technology_mapping = 680
ys_area_um2 = 4420
synth.most_common_cell = "nor2_1"
synth_area_per_cell_um2 = 6.51
yosys_warnings = 1
ys_top_cells_by_count = "nor2_1, mux2i_1, o21ai_0"
yosys.cell_types.count = 66

[setup_path]
buffer_and_inverter_count_on_the_worst_path = 3
worstSetupEndpointType = "output port"
maximum_net_fanout_on_the_critical_path = 70
worst-setup-path-type = "input port to output port"
worstPathArrival_ps = 4520
slowest_stage_cell_on_the_critical_path = "buf_4"
cp_cell_sequence = "buf_4 > buf_4 > nor2_1 > a211oi_1 > nor2_1 > o21ai_0 > a311oi_1 > o32ai_1 > clkdlybuf4s50_1"
timing.critical_path.max_delay_family = "buffers and inverters"
critical-path-max-stage-delay_ps = 650
required_ps = 5520
critPathLaunchType = "input port"

[routing]
routed-wl-met3_um = 2420
final_antenna_net_count = 0
post_drt_wl_per_cell_um = 26.5
routed-via-count = 6069
avgViaCountPerCell = 7.18
drc = 0
m1WireLength_um = 8740
drt-pass1-iter-count = 8
wirelength_um = 22400
first_iter_violations = 628
route.antenna.diode_count = 0
met2_wirelength_um = 9790
uppermost_layer_routed = "met4"

[die]
coreArea_um2 = 10800
boundaryPins = 71
row_cnt = 38
floorplan.core_util = 0.410
chip_height_um = 107
die_w_um = 107
area_of_the_die_um2 = 11500

[grt]
globalRouteTotalUtil = 0.398
maximum_number_of_pins_on_one_net_before_global_route_repair = 71
via_count_of_the_first_global_routing_pass = 5526
number_of_antenna_violations_at_the_first_check_in_global_routing = 0
grt_first_pass_wirelength_um = 33700
grt.overflow.total = 0

[status]
status = "completed"

[pwr]
combinationalPowerShare = 1.000
power.share.sequential = 0
static_leakage_nw = 1.80
power.switching_fraction = 0.603
power_density_nw_per_um2 = 90.4
peakVddDrop_v = 0.0000690
p_sw_uw = 273
clock_power_frac = 0
internal_power_consumption_uw = 180

[clock_tree]
post_cts_hold_buffer_count = 0
setup_bufs_post_cts = 0
cts_resized = 0

[run]
warnings = 32
maxCapViolations = 0

[placement]
global_placer_s_final_weighted_congestion = 1.06
post-dp-hpwl_um = 16900
placement.io_buffers = 71
==> metrics by stage <==
step	setup WS, ps	area [um^2]	std cells	hold slack [ps]	power (mW)
2_1_floorplan	2740	4420	680	2960	0.266
3_3_place_gp	1120	5020	845	3690	0.441
3_5_place_dp	1090	5020	845	3680	0.439
4_1_cts	1070	5020	845	3680	0.441
5_1_grt	820	5020	845	3780	0.483
6_report	1000	5020	845	3690	0.454
==> cell families (layout without fill, tap and decap cells) <==
| kind of cell | count (synthesis) | in the layout | synth area share |
|---|---|---|---|
| AOI/OAI and AO/OA | 299 | 299 | 0.469 |
| buffers and inverters | 71 | 96 | 0.0995 |
| muxes | 77 | 77 | 0.187 |
| and+or+nand+nor | 233 | 233 | 0.244 |
==> placed cells by master, fill, tap and decap left out, drive strengths merged, types with 7 or more instances in the layout <==
cell type and instances:
nor2 97, mux2i 69, clkdlybuf4s50 67, o21ai 64, nand2 53, a21oi 51
o22ai 48, a211oi 32, nor3 27, buf 23, o221ai 21, nand3 19
a22oi 17, nand2b 17, o211ai 14, o32ai 12, a31oi 7
==> final timing paths <==
path	depth (start not counted)	slack [ps]	startpoint	endpoint
max	9	1000	shift_amt[0]	data_out[25]
min	5	3690	shift_amt[2]	data_out[29]
==> worst min-delay path: cells and delay by family <==
family | cells | cell delay, ps
simple gates | 1 | 80
compound gates | 2 | 210
buf+inv | 2 | 630
==> power by group through the flow <==
stage     Combinational (mW)  Sequential, mW  Clock [mW]
6_report               0.454               0           0
5_1_grt                0.483               0           0
4_1_cts                0.441               0           0
==> cell type report <==
type | instances | area [um^2]
Tap cell | 140 | 175
Fill cell | 1093 | 5780
Inverter | 6 | 22.5
Timing Repair Buffer | 90 | 836
Multi-Input combinational cell | 609 | 3980
==> layer usage <==
metal	global-route usage	vias to the layer above
met4	0.215	0
met2	0.600	426
li1	-	2721
met5	0.00952	-
met1	0.532	2825
met3	0.0787	97
Power and IR drop assume default switching activity.
